`flow/design.v`:
```
`timescale 1ns / 1ps
module semiauto_top (
    input enable,
    input sys_clk,
    input stop_engine,
    input start_engine,
    output reg car_turn_right,
    output reg car_turn_left,
    output reg car_go_forward,
    output reg car_go_back,
    output reg engine_power_signal,
    output reg destroy_barrier_signal,
    output reg place_barrier_signal,
    input front_detector,
    input back_detector,
    input left_detector,
    input right_detector,
    input go_straight_signal,
    input turn_right_signal,
    input turn_left_signal,
    input reverse_signal,
    input total_engine_power
);
  parameter poweron = 4'b0000, poweroff = 4'b0001, going = 4'b0010;
  parameter turning_left = 4'b0011, turning_right = 4'b0100, turning_back = 4'b0101;
  parameter place_beacon = 4'b0110, destroy_beacon = 4'b0111;
  parameter straight = 4'b1000, place_going = 4'b1001,place_beacon_straight = 4'b1010, left_right_place_beacon = 4'b1011, waiting = 4'b1100;
  reg [3:0] state = poweroff, next_state = poweroff;
  reg [31:0] cnt = 32'b0;
  reg time_up = 1'b0;
  reg flag_stop_engine = 1'b0;
  parameter period = 32'd100000000;
  reg [ 3:0] now_detector_state = 4'b0011;
  reg [ 3:0] tmp_detector_state = 4'b0011;
  reg [31:0] detector_cnt = 32'b0;
  parameter detector_time = 32'd8000000;
  reg [31:0] turning_cnt = 32'b0;
  parameter turning_left_right_time = 32'd90000000;
  parameter turning_back_time = 32'd180000000;
  reg [31:0] straight_cnt = 32'b0;
  parameter straight_time = 32'd90000000;
  reg [31:0] place_beacon_straight_cnt = 32'b0;
  reg [31:0] place_beacon_straight_time = 32'd10000000;
  reg [31:0] place_going_cnt = 32'b0;
  parameter place_going_time = 32'd80000000;
  reg [31:0] place_beacon_cnt = 32'b0;
  parameter place_beacon_time = 32'd3000000;
  reg [31:0] destroy_beacon_cnt = 32'b0;
  parameter destroy_beacon_time = 32'd3000000;
  reg [31:0] left_right_place_beacon_cnt = 32'b0;
  parameter left_right_place_beacon_time = 32'd3000000;
  always @(posedge sys_clk) begin
    if (enable == 1'b1) begin
      if (stop_engine) begin
        cnt <= 32'd0;
        time_up <= 1'b0;
      end else if (cnt == period) begin
        cnt <= 32'd0;
        time_up = 1'b1;
      end else if (start_engine) begin
        cnt <= cnt + 1;
      end else if (flag_stop_engine) begin
        cnt <= 32'd0;
        time_up <= 1'b0;
      end else begin
        cnt <= 32'd0;
      end
    end else begin
      if (total_engine_power) begin
        time_up <= 1'b1;
        cnt <= 32'd0;
      end else begin
        time_up <= 1'b0;
        cnt <= 32'd0;
      end
    end
  end
  always @(posedge sys_clk) begin
    if (enable == 1'b1) begin
      case (state)
        poweroff: begin
          engine_power_signal <= 1'b0;
          car_turn_right <= 1'b0;
          car_turn_left <= 1'b0;
          car_go_forward <= 1'b0;
          car_go_back <= 1'b0;
          destroy_barrier_signal <= 1'b0;
          place_barrier_signal <= 1'b0;
        end
        poweron: begin
          engine_power_signal <= 1'b1;
          car_turn_right <= 1'b0;
          car_turn_left <= 1'b0;
          car_go_forward <= 1'b0;
          car_go_back <= 1'b0;
          destroy_barrier_signal <= 1'b0;
          place_barrier_signal <= 1'b0;
        end
        going: begin
          engine_power_signal <= 1'b1;
          car_turn_right <= 1'b0;
          car_turn_left <= 1'b0;
          car_go_forward <= 1'b1;
          car_go_back <= 1'b0;
          destroy_barrier_signal <= 1'b0;
          place_barrier_signal <= 1'b0;
        end
        turning_left: begin
          engine_power_signal <= 1'b1;
          car_turn_right <= 1'b0;
          car_turn_left <= 1'b1;
          car_go_forward <= 1'b0;
          car_go_back <= 1'b0;
          destroy_barrier_signal <= 1'b0;
          place_barrier_signal <= 1'b0;
        end
        turning_right: begin
          engine_power_signal <= 1'b1;
          car_turn_right <= 1'b1;
          car_turn_left <= 1'b0;
          car_go_forward <= 1'b0;
          car_go_back <= 1'b0;
          destroy_barrier_signal <= 1'b0;
          place_barrier_signal <= 1'b0;
        end
        turning_back: begin
          engine_power_signal <= 1'b1;
          car_turn_right <= 1'b1;
          car_turn_left <= 1'b0;
          car_go_forward <= 1'b0;
          car_go_back <= 1'b0;
          destroy_barrier_signal <= 1'b0;
          place_barrier_signal <= 1'b0;
        end
        straight: begin
          engine_power_signal <= 1'b1;
          car_turn_right <= 1'b0;
          car_turn_left <= 1'b0;
          car_go_forward <= 1'b1;
          car_go_back <= 1'b0;
          destroy_barrier_signal <= 1'b0;
          place_barrier_signal <= 1'b0;
        end
        place_going: begin
          engine_power_signal <= 1'b1;
          car_turn_right <= 1'b0;
          car_turn_left <= 1'b0;
          car_go_forward <= 1'b1;
          car_go_back <= 1'b0;
          destroy_barrier_signal <= 1'b0;
          place_barrier_signal <= 1'b0;
        end
        place_beacon: begin
          engine_power_signal <= 1'b1;
          car_turn_right <= 1'b0;
          car_turn_left <= 1'b0;
          car_go_forward <= 1'b0;
          car_go_back <= 1'b0;
          destroy_barrier_signal <= 1'b0;
          place_barrier_signal <= 1'b0;
        end
        place_beacon_straight: begin
          engine_power_signal <= 1'b1;
          car_turn_right <= 1'b0;
          car_turn_left <= 1'b0;
          car_go_forward <= 1'b0;
          car_go_back <= 1'b0;
          destroy_barrier_signal <= 1'b0;
          place_barrier_signal <= 1'b0;
        end
        destroy_beacon: begin
          engine_power_signal <= 1'b1;
          car_turn_right <= 1'b0;
          car_turn_left <= 1'b0;
          car_go_forward <= 1'b0;
          car_go_back <= 1'b0;
          destroy_barrier_signal <= 1'b0;
          place_barrier_signal <= 1'b0;
        end
        left_right_place_beacon: begin
          engine_power_signal <= 1'b1;
          car_turn_right <= 1'b0;
          car_turn_left <= 1'b0;
          car_go_forward <= 1'b0;
          car_go_back <= 1'b0;
          destroy_barrier_signal <= 1'b0;
          place_barrier_signal <= 1'b0;
        end
        waiting: begin
          engine_power_signal <= 1'b1;
          car_turn_right <= 1'b0;
          car_turn_left <= 1'b0;
          car_go_forward <= 1'b0;
          car_go_back <= 1'b0;
          destroy_barrier_signal <= 1'b0;
          place_barrier_signal <= 1'b0;
        end
      endcase
    end
  end
  always @(posedge sys_clk) begin
    if (enable == 1'b1) begin
      case (state)
        poweron: begin
          next_state <= going;
          flag_stop_engine <= 1'b0;
        end
        poweroff: begin
          now_detector_state <= 4'b0011;
          tmp_detector_state <= 4'b0011;
          detector_cnt <= 32'b0;
          turning_cnt <= 32'b0;
          if (start_engine && time_up == 1'b1) next_state <= poweron;
          else begin
            next_state <= poweroff;
          end
        end
        going: begin
          if ({front_detector, back_detector, left_detector, right_detector} != tmp_detector_state) begin
            tmp_detector_state <= {front_detector, back_detector, left_detector, right_detector};
            detector_cnt <= 32'b0;
          end else begin
            detector_cnt <= detector_cnt + 32'b1;
            if (detector_cnt == detector_time) begin
              detector_cnt <= 32'b0;
              now_detector_state <= tmp_detector_state;
            end
          end
          case ({
            now_detector_state[3], now_detector_state[1], now_detector_state[0]
          })
            3'b000: next_state <= waiting;
            3'b001: next_state <= waiting;
            3'b010: next_state <= waiting;
            3'b011: next_state <= going;
            3'b100: next_state <= waiting;
            3'b101: next_state <= turning_left;
            3'b110: next_state <= turning_right;
            3'b111: next_state <= destroy_beacon;
          endcase
        end
        turning_left: begin
          turning_cnt <= turning_cnt + 32'b1;
          if (turning_cnt == turning_left_right_time) begin
            turning_cnt <= 32'b0;
            next_state  <= straight;
          end
        end
        turning_right: begin
          turning_cnt = turning_cnt + 32'b1;
          if (turning_cnt == turning_left_right_time) begin
            turning_cnt <= 32'b0;
            next_state  <= straight;
          end
        end
        turning_back: begin
          turning_cnt = turning_cnt + 32'b1;
          if (turning_cnt == turning_back_time) begin
            turning_cnt <= 32'b0;
            now_detector_state <= {front_detector, back_detector, left_detector, right_detector};
            next_state <= straight;
          end
        end
        straight: begin
          straight_cnt <= straight_cnt + 32'b1;
          if (straight_cnt == straight_time) begin
            straight_cnt <= 32'b0;
            now_detector_state <= {front_detector, back_detector, left_detector, right_detector};
            next_state <= going;
          end
        end
        place_going: begin
          place_going_cnt <= place_going_cnt + 32'b1;
          if (place_going_cnt == place_going_time) begin
            place_going_cnt <= 32'b0;
            next_state <= place_beacon;
          end
        end
        place_beacon: begin
          place_beacon_cnt <= place_beacon_cnt + 32'b1;
          if (place_beacon_cnt == place_beacon_time) begin
            place_beacon_cnt <= 32'b0;
            next_state <= place_beacon_straight;
          end
        end
        place_beacon_straight: begin
          place_beacon_straight_cnt <= place_beacon_straight_cnt + 32'b1;
          if (place_beacon_straight_cnt == place_beacon_straight_time) begin
            place_beacon_straight_cnt <= 32'b0;
            now_detector_state <= {front_detector, back_detector, left_detector, right_detector};
            next_state <= going;
          end
        end
        destroy_beacon: begin
          destroy_beacon_cnt <= destroy_beacon_cnt + 32'b1;
          if (destroy_beacon_cnt == destroy_beacon_time) begin
            destroy_beacon_cnt <= 32'b0;
            next_state <= turning_back;
          end
        end
        left_right_place_beacon: begin
          left_right_place_beacon_cnt <= left_right_place_beacon_cnt + 32'b1;
          if (left_right_place_beacon_cnt == left_right_place_beacon_time) begin
            left_right_place_beacon_cnt <= 32'b0;
            next_state <= turning_right;
          end
        end
        waiting: begin
          case ({
            go_straight_signal, reverse_signal, turn_left_signal, turn_right_signal
          })
            4'b1000: next_state <= straight;
            4'b0100: next_state <= destroy_beacon;
            4'b0010: next_state <= turning_left;
            4'b0001: next_state <= turning_right;
            default: next_state <= waiting;
          endcase
        end
      endcase
      if (time_up == 1'b0) next_state <= poweroff;
      state <= next_state;
    end else begin
      if (total_engine_power == 1'b1) begin
        state <= going;
        flag_stop_engine <= 1'b0;
      end else begin
        state <= poweroff;
        flag_stop_engine <= 1'b1;
      end
    end
  end
endmodule
```
`flow/run.sh`:
```
#!/bin/bash
# OpenROAD 26Q1-2900-gdf79404cd8, Yosys 0.63+post, stock flow scripts
make -C /OpenROAD-flow-scripts/flow DESIGN_CONFIG=/design/flow/config.mk WORK_HOME=/design/flow/orfs finish
```
`flow/config.mk`:
```
export PLATFORM = sky130hd
export DESIGN_NAME = semiauto_top
export DESIGN_NICKNAME = semiauto_top
export VERILOG_FILES = /design/flow/design.v
export SDC_FILE = /design/flow/constraint.sdc
export NUM_CORES = 4
export LEC_CHECK = 1
export CORE_UTILIZATION = 30
```
`flow/constraint.sdc`:
```
current_design semiauto_top

set clk_period 9.6
set clk_io_pct 0.2

create_clock -name clk0 -period $clk_period [get_ports {sys_clk}]

set non_clock_inputs [all_inputs -no_clocks]
set_input_delay [expr $clk_period * $clk_io_pct] -clock clk0 $non_clock_inputs
set_output_delay [expr $clk_period * $clk_io_pct] -clock clk0 [all_outputs]
```
==> flow_metrics.tcl <==
# place-and-route summary
set metrics [dict create \
    status "complete, no violations" \
    tritoncts.num_buffers 37 \
    layout-drive-gt1-share_pct 7.191 \
    critical_path_class "reg2reg" \
    worstPathMaxFanout 28 \
    finalHoldViolCount 0 \
    cts.sinks 309 \
    grt_overflow 0 \
    path_clk_slew_ns 0.06 \
    worst_pin_slew_ns 0.9900 \
    drc 0 \
    reg2reg_depth 9 \
    comb_area_sq_um 7416 \
    post_cts_resized 0 \
    wl_microns 32630 \
    area_growth_pct 13.25 \
    fin_util_pct 34.71 \
    rsz0062_at_grt "no" \
    ys_ff 309 \
    synth-warning-count 1 \
    p_leak_nw 5.950 \
    most_common_cell "edfxtp_1" \
    ios 20 \
    top_area_share_pct 49.31 \
    timing.final.crit_share_pct 41.16 \
    fin_crit_ns 3.952 \
    syn_avg_cell_area_sq_um 10.54 \
    setup_tns_ns 0 \
    drtPass1Iterations 6 \
    ir_worst_vdd_mv 0.1455 \
    async_flop_share_pct 0 \
    edf_count 273 \
    drv_slew 0 \
    final-setup-viol-count 0 \
    die_area_sq_um 56360 \
    syn_inst 1577 \
    clockBufferDepth 3 \
    syn_area_sq_um 16620 \
    die_h_microns 237.4 \
    rows 85 \
    antenna_found_initial 1 \
    initial_core_util_pct 30.65 \
    slowest_delay_ns 0.82 \
    warnings 34 \
    required_ns 9.86 \
    holdCritPathClass "reg2reg" \
    portBuffers 16 \
    fin_skew_ns 0.02086 \
    endpoint "turning_cnt[12]" \
    startpoint "turning_cnt[0]" \
    wl_per_cell_microns 13.96 \
    cts.htree.levels 2 \
    insertion_delay_ns 0.55 \
    grt.total_usage_pct 12.29 \
    cellPowerDensity_nw_per_um2 162.6 \
    cp-end-kind "register" \
    dp_slack_ns 5.399 \
    grt_pass1_vias 10993 \
    fillers 5241 \
    synth_seq_share_pct 53.65 \
    ys_top_cells_by_area "edfxtp_1 (49%), xnor2_1 (7.2%), xor2_1 (6.7%)" \
    synth_cell_types 70 \
    holdBufCountCts 0 \
    grt_start_max_net_pins 34 \
    grt_pass1_wl_microns 55050 \
    flop_area_sq_um 8919 \
    yosys_area_sq_um 16620 \
    dr_total_vias 11562 \
    coreArea_sq_um 54240 \
    ant_nets 0 \
    ys_cells 1577 \
    chipWidth_microns 237.4 \
    reg2reg_to "turning_cnt[12]" \
    dp.final_hpwl_microns 21830 \
    drt-initial-drc-count 727 \
    finalWorstSetupSlack_ns 5.648 \
    largest_area_cell "edfxtp_1" \
    cpMaxStageDelayCell "a22oi_4" \
    place_congestion 0.8921 \
    start_kind "register" \
    reg2reg_from "turning_cnt[0]" \
    cts_root_buf "clkbuf_16" \
    cap_violations 0 \
    synthFlopType "edfxtp_1" \
    antenna_cells 0 \
    cts_tree "done" \
    reg2reg_slack_ns 5.65 \
    viasPerCell 4.947 \
    timing.slew.headroom_pct 33.49 \
    netlist_top_cells_count "edfxtp_1 (273), nor2_1 (230), xnor2_1 (137), nand2_1 (134), xor2_1 (128)" \
    path_cells "ha_1, nand3_1, or4_4, nor3_2, o211ai_1, nor4_2, nand4_2, a22oi_4, nor2_1" \
    post-cts-setup-buffers 0 \
    fmax_mhz 253.1 \
    arrival_ns 4.21 \
]
==> power breakdown <==
group          switching (mW)  total, mW  internal, mW
combinational          0.0939      0.155        0.0614
clock                   0.546       1.35         0.800
sequential             0.0560       1.56          1.50
==> critical path, delay by kind of cell (launching register included) <==
family                   cells  cell delay (ns)
flip-flops                   1             0.48
adder cells (fa/ha/maj)      1             0.26
AND/OR/NAND/NOR              6             1.96
AND-OR/OR-AND                2             0.96
==> registers in the layout (all words and copies together) (netlist names) <==
register	cells
car_go_forward	1
car_turn_left	1
car_turn_right	1
cnt	32
destroy_beacon_cnt	32
detector_cnt	32
engine_power_signal	1
flag_stop_engine	1
left_right_place_beacon_cnt	32
next_state	4
now_detector_state	3
place_beacon_cnt	32
place_beacon_straight_cnt	32
place_going_cnt	32
state	4
straight_cnt	32
time_up	1
tmp_detector_state	4
turning_cnt	32
==> metrics by stage <==
| step | area (sq um) | power, mW | hold WS [ns] | std cells |
|---|---|---|---|---|
| 2_1_floorplan | 16630 | 1.689 | 0.4153 | 1579 |
| 3_3_place_gp | 17650 | 1.739 | 0.4293 | 2270 |
| 3_5_place_dp | 17650 | 1.741 | 0.4346 | 2270 |
| 4_1_cts | 18830 | 3.109 | 0.4646 | 2337 |
| 5_1_grt | 18830 | 3.185 | 0.4936 | 2337 |
| 6_report | 18830 | 3.061 | 0.4533 | 2337 |
==> cells in the final DEF (no fill, tap or decap), drive strengths merged, types with 43 or more instances in the layout <==
cell / instances
edfxtp: 273
nand3: 120
xor2: 128
nor4: 43
clkbuf: 51
xnor2: 137
nor2: 239
nand2: 134
and3: 53
nand4: 70
==> metal layers <==
metal	routed length (microns)	global-route usage, %
met5	13	0
met3	2575	4.126
met1	15420	19.08
met4	994	3.304
met2	13630	17.05
==> kinds of logic (layout without fill, tap and decap cells) <==
logic type | after synthesis | in the layout | synth area share, %
and+or+nand+nor | 811 | 811 | 25.16
adders and majority gates | 18 | 18 | 1.355
buffers and inverters | 79 | 141 | 2.100
DFF | 309 | 309 | 53.65
other | 1 | 3 | 0.02256
AOI/OAI and AO/OA | 89 | 89 | 3.440
muxes | 5 | 5 | 0.3161
xor gates and xnor gates | 265 | 265 | 13.96
==> how the worst min path moves through the flow <==
stage | from | depth (start not counted) | to
4_1_cts | next_state[3] | 1 | state[3]
5_1_grt | next_state[2] | 1 | state[2]
6_report | next_state[2] | 1 | state[2]
==> cell type report <==
cell class,instances,area share (%)
flip-flops and latches,309,47.37
multi-input cells,1191,39.39
clock buffers,51,5.410
well taps,696,4.626
repair buffers,34,1.568
clock inverters,16,0.8374
inverters,40,0.7975
Power is estimated from default activity; no workload was simulated.
