## config.mk

```make
export PLATFORM = sky130hd
export DESIGN_NAME = manual_top
export DESIGN_NICKNAME = manual_top
export VERILOG_FILES = /design/flow/design.v
export SDC_FILE = /design/flow/constraint.sdc
export NUM_CORES = 4
export LEC_CHECK = 1
export CORE_UTILIZATION = 50
```

## constraint.sdc

```tcl
current_design manual_top

set clk_period 10.7
set clk_io_pct 0.2

create_clock -name clk0 -period $clk_period [get_ports {sys_clk}]

set non_clock_inputs [all_inputs -no_clocks]
set_input_delay [expr $clk_period * $clk_io_pct] -clock clk0 $non_clock_inputs
set_output_delay [expr $clk_period * $clk_io_pct] -clock clk0 [all_outputs]
```

## run.sh

```bash
#!/bin/bash
# OpenROAD 26Q1-2900-gdf79404cd8, Yosys 0.63+post, stock flow scripts
make -C /OpenROAD-flow-scripts/flow DESIGN_CONFIG=/design/flow/config.mk WORK_HOME=/design/flow/orfs finish
```

## design.v

```verilog
`timescale 1ns / 1ps
module light_7seg_ego1 (
    input [3:0] sw,
    input encounter,
    output reg [7:0] seg_out
);
  always @(*) begin
    if (encounter == 1'b0) begin
      seg_out = 8'b00000010;
    end else begin
      case (sw)
        4'h0: seg_out = 8'b11111100;
        4'h1: seg_out = 8'b01100000;
        4'h2: seg_out = 8'b11011010;
        4'h3: seg_out = 8'b11110010;
        4'h4: seg_out = 8'b01100110;
        4'h5: seg_out = 8'b10110110;
        4'h6: seg_out = 8'b10111110;
        4'h7: seg_out = 8'b11100000;
        4'h8: seg_out = 8'b11111110;
        4'h9: seg_out = 8'b11110110;
        4'ha: seg_out = 8'b11101110;
        4'hb: seg_out = 8'b00111110;
        4'hc: seg_out = 8'b10011100;
        4'hd: seg_out = 8'b01111010;
        4'he: seg_out = 8'b10011110;
        4'hf: seg_out = 8'b00000001;
        default: seg_out = 8'b00000001;
      endcase
    end
  end
endmodule
`timescale 1ns / 1ps
module manual_top (
    input enable,
    input sys_clk,
    input stop_engine,
    input start_engine,
    input reverse,
    input clutch,
    input brake,
    input throttle,
    input turn_left_signal,
    input turn_right_signal,
    output reg engine_power_signal,
    output reg manual_not_starting,
    output reg manual_starting,
    output reg manual_moving,
    output reg turn_left,
    output reg turn_right,
    output [7:0] seg1,
    output [7:0] seg0,
    output [7:0] seg_en,
    input total_engine_power,
    output [31:0] mileage,
    output reg [2:0] state
);
  parameter poweron = 3'b000, poweroff = 3'b001;
  parameter not_starting = 3'b010, starting = 3'b011, moving = 3'b100;
  reg [2:0] next_state = poweroff;
  reg [31:0] cnt = 32'b0;
  reg time_up = 1'b0;
  reg flag_stop_engine = 1'b0;
  parameter period = 32'd100000000;
  wire rst;
  assign rst = ~stop_engine;
  odometer om (
      sys_clk,
      (state == poweroff) || (enable == 1'b0),
      (state == moving) && (enable == 1'b1),
      seg1,
      seg0,
      seg_en,
      mileage
  );
  always @(posedge sys_clk) begin
    if (enable == 1'b1) begin
      if (stop_engine) begin
        cnt <= 32'd0;
        time_up <= 1'b0;
      end else if (cnt == period) begin
        cnt <= 32'd0;
        time_up = 1'b1;
      end else if (start_engine) begin
        cnt <= cnt + 1;
      end else if (flag_stop_engine) begin
        cnt <= 32'd0;
        time_up <= 1'b0;
      end else begin
        cnt <= 32'd0;
      end
    end else begin
      if (total_engine_power) begin
        time_up <= 1'b1;
        cnt <= 32'd0;
      end else begin
        time_up <= 1'b0;
        cnt <= 32'd0;
      end
    end
  end
  always @(posedge sys_clk) begin
    if (enable == 1'b1) begin
      if (state == poweroff) begin
        engine_power_signal <= 1'b0;
        manual_not_starting <= 1'b0;
        manual_starting <= 1'b0;
        manual_moving <= 1'b0;
      end else begin
        engine_power_signal <= 1'b1;
        if (state == not_starting) begin
          manual_not_starting <= 1'b1;
          manual_starting <= 1'b0;
          manual_moving <= 1'b0;
        end else if (state == starting) begin
          manual_not_starting <= 1'b0;
          manual_starting <= 1'b1;
          manual_moving <= 1'b0;
        end else if (state == moving) begin
          manual_not_starting <= 1'b0;
          manual_starting <= 1'b0;
          manual_moving <= 1'b1;
        end
      end
    end
  end
  reg reverse_shutdown = 1'b0;
  reg last_reverse = 1'b0;
  reg [31:0] res = 32'b0;
  always @(posedge sys_clk) begin
    if (enable == 1'b1) begin
      if (res == 32'd2000000) begin
        res <= 32'b0;
        if (reverse == last_reverse) reverse_shutdown = 1'b0;
        else reverse_shutdown = 1'b1;
        last_reverse <= reverse;
      end else begin
        res = res + 1;
      end
    end
  end
  always @(posedge sys_clk or negedge rst) begin
    if (!rst) begin
      state <= poweroff;
      next_state <= poweroff;
    end else if (enable == 1'b1) begin
      case (state)
        poweron: begin
          next_state <= not_starting;
          flag_stop_engine <= 1'b0;
        end
        poweroff: begin
          if (start_engine && time_up == 1'b1) next_state <= poweron;
          else begin
            next_state <= poweroff;
            flag_stop_engine <= 1'b1;
          end
        end
        not_starting: begin
          if (throttle && clutch && !brake) next_state <= starting;
          else if (throttle && !clutch && !brake) next_state <= poweroff;
          else next_state <= state;
        end
        starting: begin
          if (brake) next_state <= not_starting;
          else if (throttle && !brake && !clutch) next_state <= moving;
          else next_state <= state;
        end
        moving: begin
          if (brake) next_state <= not_starting;
          else if (!throttle) next_state <= starting;
          else if (clutch) next_state <= starting;
          else if (reverse_shutdown) next_state <= poweroff;
          else next_state <= state;
        end
        default next_state <= poweroff;
      endcase
      if (time_up == 1'b0) next_state <= poweroff;
      state <= next_state;
    end else begin
      if (total_engine_power == 1'b1) begin
        state <= not_starting;
        flag_stop_engine <= 1'b0;
      end else begin
        state <= poweroff;
        flag_stop_engine <= 1'b1;
      end
    end
  end
  reg [31:0] www = 32'd0;
  always @(posedge sys_clk) begin
    if (enable == 1'b1) begin
      www = www + 1;
      if (state == not_starting) begin
        turn_left <= 1'b1;
        turn_right <= 1'b1;
        www <= 32'b0;
      end else if (state == starting || state == moving) begin
        if (www <= 32'd50000000) begin
          if (turn_left_signal && ~turn_right_signal) begin
            turn_left  <= 1'b1;
            turn_right <= 1'b0;
          end else if (turn_right_signal && ~turn_left_signal) begin
            turn_left  <= 1'b0;
            turn_right <= 1'b1;
          end else begin
            turn_left  <= 1'b0;
            turn_right <= 1'b0;
          end
        end else begin
          turn_left  <= 1'b0;
          turn_right <= 1'b0;
        end
      end else begin
        turn_left <= 1'b0;
        turn_right <= 1'b0;
        www <= 32'b0;
      end
      if (www == 32'd100000000) www = 32'd0;
    end else begin
      turn_left  <= 1'b0;
      turn_right <= 1'b0;
    end
  end
endmodule
`timescale 1ns / 1ps
module odometer (
    input sys_clk,
    input reset,
    input encounter,
    output [7:0] seg1,
    output [7:0] seg0,
    output reg [7:0] seg_en,
    output reg [31:0] nums
);
  reg [2:0] cnt = 3'b000;
  reg [2:0] next_cnt = 3'b001;
  reg [3:0] sw1;
  reg [3:0] sw0;
  light_7seg_ego1 light1 (
      sw1,
      ~reset,
      seg1
  );
  light_7seg_ego1 light2 (
      sw0,
      ~reset,
      seg0
  );
  reg [31:0] ttt = 32'd0;
  reg [31:0] cntt = 32'b0;
  always @(posedge sys_clk) begin
    if (reset == 1'b1) begin
      cntt <= 32'b0;
      nums = 32'd0;
    end else if (encounter == 1'b1) begin
      if (cntt == 32'd100000000) begin
        if (nums[3:0] == 4'd9) begin
          nums[3:0] <= 4'b0000;
          if (nums[7:4] == 4'd9) begin
            nums[7:4] <= 4'b0000;
            if (nums[11:8] == 4'd9) begin
              nums[11:8] <= 4'b0000;
              if (nums[15:12] == 4'd9) begin
                nums[15:12] <= 4'b0000;
                if (nums[19:16] == 4'd9) begin
                  nums[19:16] <= 4'b0000;
                  if (nums[23:20] == 4'd9) begin
                    nums[23:20] <= 4'b0000;
                    if (nums[27:24] == 4'd9) begin
                      nums[27:24] <= 4'b0000;
                      if (nums[31:28] == 4'd9) begin
                        nums[31:28] <= 4'b0000;
                      end else begin
                        nums[31:28] <= nums[31:28] + 4'b0001;
                      end
                    end else begin
                      nums[27:24] <= nums[27:24] + 4'b0001;
                    end
                  end else begin
                    nums[23:20] <= nums[23:20] + 4'b0001;
                  end
                end else begin
                  nums[19:16] = nums[19:16] + 4'b0001;
                end
              end else begin
                nums[15:12] <= nums[15:12] + 4'b0001;
              end
            end else begin
              nums[11:8] <= nums[11:8] + 1;
            end
          end else begin
            nums[7:4] <= nums[7:4] + 4'b0001;
          end
        end else begin
          nums[3:0] <= nums[3:0] + 4'b0001;
        end
        cntt = 32'd0;
      end else begin
        cntt = cntt + 32'b1;
      end
    end
  end
  always @(posedge sys_clk) begin
    if (ttt == 32'd30000) begin
      if (cnt == 3'b111) next_cnt <= 3'b000;
      else next_cnt <= cnt + 1'b001;
      case (cnt)
        3'b000: begin
          seg_en <= 8'b00000001;
          sw0 <= nums[3:0];
        end
        3'b001: begin
          seg_en <= 8'b00000010;
          sw0 <= nums[7:4];
        end
        3'b010: begin
          seg_en <= 8'b00000100;
          sw0 <= nums[11:8];
        end
        3'b011: begin
          seg_en <= 8'b00001000;
          sw0 <= nums[15:12];
        end
        3'b100: begin
          seg_en <= 8'b00010000;
          sw1 <= nums[19:16];
        end
        3'b101: begin
          seg_en <= 8'b00100000;
          sw1 <= nums[23:20];
        end
        3'b110: begin
          seg_en <= 8'b01000000;
          sw1 <= nums[27:24];
        end
        3'b111: begin
          seg_en <= 8'b10000000;
          sw1 <= nums[31 : 28];
        end
      endcase
      cnt = next_cnt;
      ttt = 32'd0;
    end else begin
      ttt = ttt + 32'd1;
    end
  end
endmodule
```

==> run notes <==
Summary of the current implementation state.

- Hold-check failures listed in the final report amount to 0.
- The max-slew headroom at the worst pin is 39.7%, for reference.
- The worst flop-to-flop path startpoint is www[0]$_SDFFCE_PN0P_, for reference.
- For reference, the most critical setup path is categorized as in2out.
- Per the cell usage report, the commonest logic cells after layout are nor2_1 (172), dfxtp_1 (146), nand2_1 (112).
- Max-slew check failures listed in the final report amount to 0.
- Once detail routing completed, the nets flagged for antenna violations numbered 0.
- The worst slack at placement is 4.51 ns, for reference.
- Setup repair after global routing left no endpoint under its margin.
- TritonCTS built the clock tree.
- The flow reports that sequential cells draw 48.8% of the design power.
- From bottom edge to top edge, the die measures 159 um.
- The top fanout value on the critical path is 44, for reference.
- The number of synthesized flops with an enable pin is 94, for reference.
- After layout, the setup clock skew is reported as 0.0182 ns.
- The library cell with the largest summed area after synthesis is dfxtp_1, for reference.
- The core utilization before placement is 50.9%, for reference.
- Clock tree synthesis inserted a total of 27 buffers.
- After detailed routing, the number of vias per cell comes to 5.38.
- In this run the power spent charging and discharging nets is 0.000445 W.
- The script parses the final routing iteration and logs DRC violations as 0.
- The finished cells cover 14400 um2.
- The setup total negative slack is 0 ns, for reference.
- The fraction of registers with async set/reset is 2.44%, for reference.
- The number of antenna cells inserted is 0, for reference.
- The DRC marker count from the first detailed-route iteration is 633, for reference.
- Once synthesis finished, the tally of register bits stood at 246.
- The relative contribution of combinational cells to total power is 3.9%, for reference.
- The proportion of synthesized chip area in sequential cells is 47.7%, for reference.
- The worst hold slack across all endpoints is 0.421 ns, for reference.
- The yosys stat cell total is 1304, for reference.
- Counting distinct cell types in the post-synthesis netlist gives 64.
- In this run, post-CTS hold repair placed 0 buffers.
- In this run the biggest area consumer among cell types represents 23.6% of the synthesized area.
- The clock passes through at most 3 buffers.
- The floorplan die area is 25400 um2, for reference.
- The flow ran to the end, and the final reports show no timing, DRC or antenna violations.
- After clock tree synthesis, the clock-pin slew on the worst setup and hold paths is 0.06 ns.
- Once the clock tree was built, the setup fixing pass inserted 0 buffers.
- A synthesized cell averages 9.49 um2.
- Setup slack closes at 4.52 ns.
- The most critical min-delay path falls under reg2reg.
- The arrival time at the worst endpoint is 4.04 ns, for reference.
- Once detailed placement completed, the half-perimeter wirelength came to 17.7 mm.
- The top achievable clock speed is 162 MHz, for reference.
- According to the floorplan report, the die width is 159 um.
- The number of warnings reported in the stage logs is 47.
- The max capacitance violation total is 0, for reference.
- The clock network latency to the later pin of the worst-skew pair is 0.54 ns, for reference.
- Entering global routing, the biggest net connects 52 pins.
- The reported leakage power is 5.05 nW, for reference.
- The total global routing overflow is 0, for reference.
- The number of global-route vias before repair is 8680.
- The predominant post-synthesis flop cell is dfxtp_1, for reference.
- The number of clock sinks is 246, for reference.
- The first detailed-routing pass took 5 iterations.
- The overall fraction of global-route tracks in use is 21.6%, for reference.
- The switching share of total power is 21.3%, for reference.
- The initial antenna violation count is 0, for reference.
- The wire length per cell is 14.8 um, for reference.
- The routed via count is 9296, for reference.
- The number of gates resized after cts is 0, for reference.
- The post-route minimum period is 6.18 ns, for reference.
- The cell count after synthesis came out at 1304.
- The actual transition at the worst max-transition pin is 0.896 ns, for reference.
- The worst hold path begins at om.next_cnt[0]$_SDFFCE_PN0N_.
- According to the floorplan log, the row count is 57.
- The startpoint kind of the worst setup timing path is an input port, for reference.
- The final period utilization is 57.8%, for reference.
- The total area inside the core boundary comes to 24300 um2.
- The post-synth area from yosys stat is 12400 um2, for reference.
- Setup violations remaining at the end of the flow were counted as 0.
- The proportion of layout cells with a drive suffix above 1 is 5.77%, for reference.
- Before any placement, the netlist area is recorded as 12400 um2.
- In this run the worst setup path begins at enable.
- The cell area reported after detailed placement is 13500 um2, for reference.
- The critical path endpoint has a required time of 8.56 ns.
- CTS placed an instance of clkbuf_16 at the clock tree root.
- The worst setup path is captured at an output pin.
- The number of I/O port buffers is 75, for reference.
- Counting the warning lines in the Yosys log gives 3.
- Internal power comes to 0.00164 W.
- The highest ir drop seen on vdd is 111 uV, for reference.
- In the post-synthesis netlist, the biggest area contributors are dfxtp_1 (24%), edfxtp_1 (23%), xor2_1 (6.1%).
- The share of the core filled with cells in the final layout is 59.3%, for reference.
- The signed area change from the synthesized netlist to the final layout is 16.6%, for reference.
- The most common cell after layout, fill and taps aside is nor2_1, for reference.
- The first global-routing pass estimated 43.3 mm of wire.
- Per the summary, power density relative to cell area is 145 nW/um2.
- The final RePlAce weighted congestion is 0.892, for reference.
- The number of levels the H-tree was split into is 1, for reference.
- Pin placement for this block handled 76 I/O pins.
- Of the total power, the clock network draws 47.3%.
- The total detailed-routing wirelength is 25.6 mm, for reference.
## cells by family after synthesis
family	share of synthesized area [%]
flops	47.7
simple gates	26.9
buf+inv	2.45
compound gates	6.03
mux	2.39
fa+ha+maj	3.14
xor+xnor	11.4
## synth_stat cells, drive strengths merged, types with 6 or more instances
master and instances:
nand3 73, nor3b 7, inv 38, nor4b 15, a222oi 8, or3 12, nand2 112, buf 6
ha 31, and3 49, and4 10, nor2 172, nor3 31, nand2b 13, dfxtp 146, xor2 86
nor4 26, edfxtp 94, mux2i 25, a31oi 8, nor2b 23, xnor2 75, or2 6, or4 6
a21oi 41, o21ai 39, clkbuf 33, nand4 46, and2 21
## power groups by stage
stage | combinational [W] | clock (W) | sequential (W)
finish | 0.0000816 | 0.000987 | 0.00102
global route | 0.0000928 | 0.00105 | 0.00102
CTS | 0.0000828 | 0.00101 | 0.00102
## critical path, cell delays in order
cell and delay [ns]:
buf_4 0.38, inv_1 0.21, a21oi_1 0.57, nand2b_1 0.24, clkdlybuf4s50_1 0.47
## path summary, 6_finish.rpt
kind | endpoint | slack [ns] | cells after the start
max in group asynchronous | state[0]$_DFF_PP1_ | 8.41 | 2
worst max register to register | www[1]$_SDFFCE_PN0P_ | 6.80 | 9
worst max-delay path | seg1[1] | 4.52 | 5
worst min-delay path | om.cnt[0]$_DFFE_PN_ | 0.42 | 0
worst min register to register | om.cnt[0]$_DFFE_PN_ | 0.42 | 0
min in group asynchronous | next_state[1]$_DFFE_PP0P_ | 2.01 | 2
## per-layer routing
layer / global-route usage, % / vias to the layer above / routed length (um)
li1: - / 4791 / -
met4: 4.81 / 0 / 658
met3: 4.94 / 38 / 1540
met1: 35.1 / 4262 / 12400
met2: 31.2 / 205 / 11000
met5: 0 / - / 0
## sequential cells by signal (all words and copies together), names as in the netlist, named ones only
signal               count
cnt                     32
om.next_cnt              3
om.seg_en                8
time_up                  1
manual_starting          1
om.sw0                   4
flag_stop_engine         1
om.nums                 32
manual_moving            1
last_reverse             1
turn_right               1
om.cnt                   3
turn_left                1
state                    3
om.sw1                   4
om.cntt                 32
www                     32
om.ttt                  32
engine_power_signal      1
manual_not_starting      1
res                     32
next_state               3
reverse_shutdown         1
## cell type report
cell class,instances,area (um2)
Fill cell,2045,9900
Multi-Input combinational cell,981,6180
Sequential cell,246,5900
Timing Repair Buffer,88,846
Clock buffer,33,741
Tap cell,324,405
Clock inverter,17,214
Inverter,38,143
## through the flow
stage | std cells | total power (W)
final | 1727 | 0.00209
after detailed placement | 1677 | 0.00112
after global routing | 1727 | 0.00217
after floorplan | 1304 | 0.00109
after CTS | 1727 | 0.00212
after global placement | 1677 | 0.00112
Power figures rest on the tool's default switching activity, not on a simulated workload.
