===== /design/flow/run.sh =====
#!/bin/bash
# OpenROAD 26Q1-2900-gdf79404cd8, Yosys 0.63+post, stock flow scripts
make -C /OpenROAD-flow-scripts/flow DESIGN_CONFIG=/design/flow/config.mk WORK_HOME=/design/flow/orfs finish

===== /design/flow/config.mk =====
export PLATFORM = sky130hd
export DESIGN_NAME = auto_top
export DESIGN_NICKNAME = auto_top
export VERILOG_FILES = /design/flow/design.v
export SDC_FILE = /design/flow/constraint.sdc
export NUM_CORES = 4
export LEC_CHECK = 1
export CORE_UTILIZATION = 40

===== /design/flow/constraint.sdc =====
current_design auto_top

set clk_period 5.4
set clk_io_pct 0.2

create_clock -name clk0 -period $clk_period [get_ports {sys_clk}]

set non_clock_inputs [all_inputs -no_clocks]
set_input_delay [expr $clk_period * $clk_io_pct] -clock clk0 $non_clock_inputs
set_output_delay [expr $clk_period * $clk_io_pct] -clock clk0 [all_outputs]

===== /design/flow/design.v =====
`timescale 1ns / 1ps
module auto_top (
    input enable,
    input sys_clk,
    input stop_engine,
    input start_engine,
    output reg car_turn_right,
    output reg car_turn_left,
    output reg car_go_forward,
    output reg car_go_back,
    output reg engine_power_signal,
    output reg destroy_barrier_signal,
    output reg place_barrier_signal,
    input front_detector,
    input back_detector,
    input left_detector,
    input right_detector,
    input total_engine_power
);
  parameter poweron = 4'b0000, poweroff = 4'b0001, going = 4'b0010;
  parameter turning_left = 4'b0011, turning_right = 4'b0100, turning_back = 4'b0101;
  parameter place_beacon = 4'b0110, destroy_beacon = 4'b0111;
  parameter straight = 4'b1000, place_going = 4'b1001,place_beacon_straight = 4'b1010, left_right_place_beacon = 4'b1011;
  reg [3:0] state = poweroff, next_state = poweroff;
  reg [31:0] cnt = 32'b0;
  reg time_up = 1'b0;
  reg flag_stop_engine = 1'b0;
  parameter period = 32'd100000000;
  reg [ 3:0] now_detector_state = 4'b0011;
  reg [ 3:0] tmp_detector_state = 4'b0011;
  reg [31:0] detector_cnt = 32'b0;
  parameter detector_time = 32'd8000000;
  reg [31:0] turning_cnt = 32'b0;
  parameter turning_left_right_time = 32'd90000000;
  parameter turning_back_time = 32'd180000000;
  reg [31:0] straight_cnt = 32'b0;
  parameter straight_time = 32'd90000000;
  reg [31:0] place_beacon_straight_cnt = 32'b0;
  reg [31:0] place_beacon_straight_time = 32'd10000000;
  reg [31:0] place_going_cnt = 32'b0;
  parameter place_going_time = 32'd80000000;
  reg [31:0] place_beacon_cnt = 32'b0;
  parameter place_beacon_time = 32'd3000000;
  reg [31:0] destroy_beacon_cnt = 32'b0;
  parameter destroy_beacon_time = 32'd3000000;
  reg [31:0] left_right_place_beacon_cnt = 32'b0;
  parameter left_right_place_beacon_time = 32'd3000000;
  always @(posedge sys_clk) begin
    if (enable == 1'b1) begin
      if (stop_engine) begin
        cnt <= 32'd0;
        time_up <= 1'b0;
      end else if (cnt == period) begin
        cnt <= 32'd0;
        time_up = 1'b1;
      end else if (start_engine) begin
        cnt <= cnt + 1;
      end else if (flag_stop_engine) begin
        cnt <= 32'd0;
        time_up <= 1'b0;
      end else begin
        cnt <= 32'd0;
      end
    end else begin
      if (total_engine_power) begin
        time_up <= 1'b1;
        cnt <= 32'd0;
      end else begin
        time_up <= 1'b0;
        cnt <= 32'd0;
      end
    end
  end
  always @(posedge sys_clk) begin
    if (enable == 1'b1) begin
      case (state)
        poweroff: begin
          engine_power_signal <= 1'b0;
          car_turn_right <= 1'b0;
          car_turn_left <= 1'b0;
          car_go_forward <= 1'b0;
          car_go_back <= 1'b0;
          destroy_barrier_signal <= 1'b0;
          place_barrier_signal <= 1'b0;
        end
        poweron: begin
          engine_power_signal <= 1'b1;
          car_turn_right <= 1'b0;
          car_turn_left <= 1'b0;
          car_go_forward <= 1'b0;
          car_go_back <= 1'b0;
          destroy_barrier_signal <= 1'b0;
          place_barrier_signal <= 1'b0;
        end
        going: begin
          engine_power_signal <= 1'b1;
          car_turn_right <= 1'b0;
          car_turn_left <= 1'b0;
          car_go_forward <= 1'b1;
          car_go_back <= 1'b0;
          destroy_barrier_signal <= 1'b0;
          place_barrier_signal <= 1'b0;
        end
        turning_left: begin
          engine_power_signal <= 1'b1;
          car_turn_right <= 1'b0;
          car_turn_left <= 1'b1;
          car_go_forward <= 1'b0;
          car_go_back <= 1'b0;
          destroy_barrier_signal <= 1'b0;
          place_barrier_signal <= 1'b0;
        end
        turning_right: begin
          engine_power_signal <= 1'b1;
          car_turn_right <= 1'b1;
          car_turn_left <= 1'b0;
          car_go_forward <= 1'b0;
          car_go_back <= 1'b0;
          destroy_barrier_signal <= 1'b0;
          place_barrier_signal <= 1'b0;
        end
        turning_back: begin
          engine_power_signal <= 1'b1;
          car_turn_right <= 1'b1;
          car_turn_left <= 1'b0;
          car_go_forward <= 1'b0;
          car_go_back <= 1'b0;
          destroy_barrier_signal <= 1'b0;
          place_barrier_signal <= 1'b0;
        end
        straight: begin
          engine_power_signal <= 1'b1;
          car_turn_right <= 1'b0;
          car_turn_left <= 1'b0;
          car_go_forward <= 1'b1;
          car_go_back <= 1'b0;
          destroy_barrier_signal <= 1'b0;
          place_barrier_signal <= 1'b0;
        end
        place_going: begin
          engine_power_signal <= 1'b1;
          car_turn_right <= 1'b0;
          car_turn_left <= 1'b0;
          car_go_forward <= 1'b1;
          car_go_back <= 1'b0;
          destroy_barrier_signal <= 1'b0;
          place_barrier_signal <= 1'b0;
        end
        place_beacon: begin
          engine_power_signal <= 1'b1;
          car_turn_right <= 1'b0;
          car_turn_left <= 1'b0;
          car_go_forward <= 1'b0;
          car_go_back <= 1'b0;
          destroy_barrier_signal <= 1'b0;
          place_barrier_signal <= 1'b1;
        end
        place_beacon_straight: begin
          engine_power_signal <= 1'b1;
          car_turn_right <= 1'b0;
          car_turn_left <= 1'b0;
          car_go_forward <= 1'b1;
          car_go_back <= 1'b0;
          destroy_barrier_signal <= 1'b0;
          place_barrier_signal <= 1'b0;
        end
        destroy_beacon: begin
          engine_power_signal <= 1'b1;
          car_turn_right <= 1'b0;
          car_turn_left <= 1'b0;
          car_go_forward <= 1'b0;
          car_go_back <= 1'b0;
          destroy_barrier_signal <= 1'b1;
          place_barrier_signal <= 1'b0;
        end
        left_right_place_beacon: begin
          engine_power_signal <= 1'b1;
          car_turn_right <= 1'b0;
          car_turn_left <= 1'b0;
          car_go_forward <= 1'b0;
          car_go_back <= 1'b0;
          destroy_barrier_signal <= 1'b0;
          place_barrier_signal <= 1'b1;
        end
      endcase
    end
  end
  always @(posedge sys_clk) begin
    if (enable == 1'b1) begin
      case (state)
        poweron: begin
          next_state <= going;
          flag_stop_engine <= 1'b0;
        end
        poweroff: begin
          now_detector_state <= 4'b0011;
          tmp_detector_state <= 4'b0011;
          detector_cnt <= 32'b0;
          turning_cnt <= 32'b0;
          if (start_engine && time_up == 1'b1) next_state <= poweron;
          else begin
            next_state <= poweroff;
          end
        end
        going: begin
          if ({front_detector, back_detector, left_detector, right_detector} != tmp_detector_state) begin
            tmp_detector_state <= {front_detector, back_detector, left_detector, right_detector};
            detector_cnt <= 32'b0;
          end else begin
            detector_cnt <= detector_cnt + 32'b1;
            if (detector_cnt == detector_time) begin
              detector_cnt <= 32'b0;
              now_detector_state <= tmp_detector_state;
            end
          end
          case ({
            now_detector_state[3], now_detector_state[1], now_detector_state[0]
          })
            3'b000: next_state <= turning_right;
            3'b001: next_state <= place_going;
            3'b010: next_state <= turning_right;
            3'b011: next_state <= going;
            3'b100: next_state <= left_right_place_beacon;
            3'b101: next_state <= turning_left;
            3'b110: next_state <= turning_right;
            3'b111: next_state <= destroy_beacon;
          endcase
        end
        turning_left: begin
          turning_cnt <= turning_cnt + 32'b1;
          if (turning_cnt == turning_left_right_time) begin
            turning_cnt <= 32'b0;
            next_state  <= straight;
          end
        end
        turning_right: begin
          turning_cnt = turning_cnt + 32'b1;
          if (turning_cnt == turning_left_right_time) begin
            turning_cnt <= 32'b0;
            next_state  <= straight;
          end
        end
        turning_back: begin
          turning_cnt = turning_cnt + 32'b1;
          if (turning_cnt == turning_back_time) begin
            turning_cnt <= 32'b0;
            now_detector_state <= {front_detector, back_detector, left_detector, right_detector};
            next_state <= going;
          end
        end
        straight: begin
          straight_cnt <= straight_cnt + 32'b1;
          if (straight_cnt == straight_time) begin
            straight_cnt <= 32'b0;
            now_detector_state <= {front_detector, back_detector, left_detector, right_detector};
            next_state <= going;
          end
        end
        place_going: begin
          place_going_cnt <= place_going_cnt + 32'b1;
          if (place_going_cnt == place_going_time) begin
            place_going_cnt <= 32'b0;
            next_state <= place_beacon;
          end
        end
        place_beacon: begin
          place_beacon_cnt <= place_beacon_cnt + 32'b1;
          if (place_beacon_cnt == place_beacon_time) begin
            place_beacon_cnt <= 32'b0;
            next_state <= place_beacon_straight;
          end
        end
        place_beacon_straight: begin
          place_beacon_straight_cnt <= place_beacon_straight_cnt + 32'b1;
          if (place_beacon_straight_cnt == place_beacon_straight_time) begin
            place_beacon_straight_cnt <= 32'b0;
            now_detector_state <= {front_detector, back_detector, left_detector, right_detector};
            next_state <= going;
          end
        end
        destroy_beacon: begin
          destroy_beacon_cnt <= destroy_beacon_cnt + 32'b1;
          if (destroy_beacon_cnt == destroy_beacon_time) begin
            destroy_beacon_cnt <= 32'b0;
            next_state <= turning_back;
          end
        end
        left_right_place_beacon: begin
          left_right_place_beacon_cnt <= left_right_place_beacon_cnt + 32'b1;
          if (left_right_place_beacon_cnt == left_right_place_beacon_time) begin
            left_right_place_beacon_cnt <= 32'b0;
            next_state <= turning_right;
          end
        end
      endcase
      if (time_up == 1'b0) next_state <= poweroff;
      state <= next_state;
    end else begin
      if (total_engine_power == 1'b1) begin
        state <= going;
        flag_stop_engine <= 1'b0;
      end else begin
        state <= poweroff;
        flag_stop_engine <= 1'b1;
      end
    end
  end
endmodule

==> run_results.csv <==
group,metric,value,unit
yosys,yosys.cell_types.count,66,
global_routing,grt_use_total,16.4,%
die,die_width,206,um
timing,finalClockSkew,0.0129,ns
clocking,tritoncts_clock_tree,"done",
place,place.port_buffers,14,
final_layout,layoutNonFillerInstCount,2155,
global_routing,grt_antenna_before_repair,3,
die,die_area,42200,sq um
timing,fin_crit,4.16,ns
power_and_ir_drop,vdd.ir_drop.worst,214,uV
clocking,post-cts-setup-buffers,0,
route,first_iter_violations,652,
yosys,synth.top_cells.by_count,"275 x edfxtp_1, 218 x nor2_1, 140 x nand2_1, 140 x xnor2_1, 133 x xor2_1",
route,drc_errors,0,
critical_path,reg2reg_setup_slack,1.24,ns
route,route.final.wire_length,31.8,mm
yosys,yosysMostFrequentCell,"edfxtp_1",
timing,finalSetupTns,0,ns
flow_run,cap_violations,0,
power_and_ir_drop,cellLeakagePower,5.89,nW
final_layout,post_route_cells_drive_above_1_share,6.35,%
global_routing,overflow,0,
yosys,flop_cell,"edfxtp_1",
yosys,top_cells_by_area,"edfxtp_1 50%, xnor2_1 7.4%, xor2_1 7.0%, nor2_1 4.9%, dfxtp_1 4.3%",
power_and_ir_drop,power_density,295,nW/um^2
place,gpl.final_weighted_congestion,0.884,
power_and_ir_drop,cellInternalPower,4.23,mW
clocking,cts_max_path_buffers,3,
power_and_ir_drop,net-switching-power,1.24,mW
timing,maxSlewHeadroom,46.8,%
clocking,cts.root.buffer_cell,"clkbuf_16",
timing,final_hold_viol_count,0,
route,detail_route.first_pass.iterations,5,
yosys,synth-area-yosys,16600,sq um
place,post-place-cells,2088,
timing,rsz0062_at_grt,"false",
critical_path,crit_path_max_fanout,17,
die,core-area,40800,sq um
clocking,htree_levels,2,
yosys,synth.yosys.num_cells,1570,
flow_run,openroad.warnings,34,
global_routing,grt_first_pass_wirelength,53.6,mm
clocking,cts_sinks,311,
clocking,hold_buffer_count_at_cts,0,
timing,final.period_utilization,77.0,%
yosys,edf_count,275,
final_layout,synthToLayoutAreaGrowth,11.8,%
die,num_rows,74,
timing,finalSetupViolCount,0,
yosys,syn-cell-area,16600,sq um
clocking,insertion_delay,0.54,ns
yosys,synth_area_leader_cell,"edfxtp_1",
power_and_ir_drop,pwr-share-clk,44.1,%
die,fp_density,40.6,%
yosys,postSynthCellCount,1570,
critical_path,setup.worst_path.start_class,"flip-flop",
outcome,run_status,"finished clean",
critical_path,timing.setup.critical_path_class,"flip-flop to flip-flop",
route,post_drt_wl_per_cell,14.8,um
power_and_ir_drop,power.share.combinational,4.9,%
clocking,ctsResizeCount,0,
power_and_ir_drop,swShare,22.6,%
timing,worstMarginPinSlew,0.791,ns
clocking,worst_setup_hold_path_clk_slew,0.06,ns
place,hpwlAfterDp,21.1,mm
route,routed_via_density,5.25,
global_routing,grt_max_degree,34,
critical_path,cp.arrival,4.41,ns
global_routing,via_count_of_the_first_global_routing_pass,10700,
critical_path,crit_path_end_kind,"flip-flop",
route,final_antenna_net_count,0,
die,die_height,206,um
clocking,numCtsBuffers,36,
yosys,synth_seq_share,54.2,%
critical_path,cp_data_required_time,5.65,ns
yosys,top_cell_area_share,49.8,%
yosys,ys_ff,311,
yosys,yosys_warnings,1,
yosys,syn_area_per_cell,10.6,sq um
hold_path,hold_wc_path_type,"flip-flop to flip-flop",
yosys,synth-async-reset-ratio,0,%
die,ios,16,
power_and_ir_drop,power.sequential.fraction,51.1,%
timing,slew_violations,0,
timing,clock.fmax,240,MHz
route,total_number_of_vias,11300,
cell families after synthesis:
| family | synth area share, % |
|---|---|
| flops | 54.2 |
| compound gates | 3.55 |
| mux | 0.0604 |
| buf+inv | 2.31 |
| xor+xnor | 14.5 |
| fa+ha+maj | 1.42 |
| other cells | 0.0226 |
| simple gates | 23.9 |
path summary, 6_finish.rpt:
check | startpoint | to | cells after the start
worst max register to register | turning_cnt[14] | turning_cnt[29] | 9
worst min-delay path | next_state[2] | state[2] | 1
worst max-delay path | turning_cnt[14] | turning_cnt[29] | 9
worst min register to register | next_state[2] | state[2] | 1
cell type report:
type	instances	area (sq um)
sequential	311	8980
timing repair buffer	34	290
fill	3659	22300
clock inverter	21	226
clock buffer	44	931
multi-input combinational	1170	7280
inverter	41	154
tap	532	666
antenna	2	5.00
critical path, stage by stage, from the launching register on:
cell	delay (ns)
edfxtp_1	0.51
nand4_1	0.35
or4_1	0.77
nor4_1	0.34
xnor2_1	0.26
nand4_1	0.19
or4_4	0.46
a31oi_4	0.51
buf_4	0.34
a21boi_0	0.11
cell usage in the layout (no fill, tap or decap), types with 9 or more instances in the layout:
cell / instances
nor2_1: 213
clkbuf_16: 36
and2_1: 16
and4_1: 14
nand2_1: 140
edfxtp_1: 275
o21ai_0: 14
nor4_1: 32
ha_1: 18
and3_1: 60
nor2b_1: 9
xnor2_1: 140
dfxtp_1: 36
nor3_1: 33
nand4_1: 69
a21oi_1: 47
buf_4: 20
nor4b_1: 22
inv_1: 41
xor2_1: 133
clkdlybuf4s50_1: 14
nand3_1: 111
per-stage QoR:
stage | utilization (%) | power [mW] | hold WS, ns | area (sq um) | setup WS [ns]
2_1_floorplan | - | 3.02 | 0.415 | 16600 | 0.115
3_3_place_gp | 42.5 | 3.10 | 0.429 | 17400 | 1.26
3_5_place_dp | 42.5 | 3.10 | 0.435 | 17400 | 1.24
4_1_cts | 45.4 | 5.55 | 0.451 | 18500 | 1.22
5_1_grt | 45.4 | 5.68 | 0.462 | 18500 | 0.923
6_report | 45.4 | 5.46 | 0.448 | 18500 | 1.24
per-layer routing:
metal / GRT usage (%) / routed length [um] / part of all wire [%] / up-vias
met4: 4.02 / 876 / 2.8 / 2
met3: 4.09 / 2070 / 6.5 / 61
li1: - / - / - / 5702
met1: 27.8 / 15600 / 49 / 5330
met2: 22.4 / 13200 / 42 / 225
met5: 0 / 13 / 0.041 / -
flip-flops by register name (all words and copies together) (netlist names), 4 cells and up:
name,cells
destroy_beacon_cnt,32
tmp_detector_state,4
left_right_place_beacon_cnt,32
place_going_cnt,32
next_state,4
detector_cnt,32
state,4
cnt,32
place_beacon_cnt,32
place_beacon_straight_cnt,32
turning_cnt,32
straight_cnt,32
power groups by stage:
stage	Sequential [mW]	Clock, mW	Combinational, mW
4_1_cts	2.79	2.50	0.267
5_1_grt	2.80	2.58	0.297
6_report	2.79	2.41	0.266
Power and IR drop assume default switching activity.
